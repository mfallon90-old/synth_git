[/design/flow/config.mk]
export PLATFORM = sky130hd
export DESIGN_NAME = control_unit
export DESIGN_NICKNAME = control_unit
export VERILOG_FILES = /design/flow/design.v
export SDC_FILE = /design/flow/constraint.sdc
export NUM_CORES = 4
export LEC_CHECK = 1
export CORE_AREA = 10 10 469 469
export DIE_AREA = 0 0 479 479
[/design/flow/constraint.sdc]
current_design control_unit

set clk_period 10.0
set clk_io_pct 0.2

create_clock -name clk0 -period $clk_period [get_ports {clk}]

set non_clock_inputs [all_inputs -no_clocks]
set_input_delay [expr $clk_period * $clk_io_pct] -clock clk0 $non_clock_inputs
set_output_delay [expr $clk_period * $clk_io_pct] -clock clk0 [all_outputs]
[/design/flow/design.v]
    package const_pckg;
        localparam CARRIER_0_ADDR  = 0;
        localparam CARRIER_1_ADDR  = 1;
        localparam CARRIER_2_ADDR  = 2;
        localparam CARRIER_3_ADDR  = 3;
        localparam CARRIER_4_ADDR  = 4;
        localparam CARRIER_5_ADDR  = 5;
        localparam CARRIER_6_ADDR  = 6;
        localparam CARRIER_7_ADDR  = 7;
        localparam CARRIER_8_ADDR  = 8;
        localparam CARRIER_9_ADDR  = 9;
        localparam CARRIER_10_ADDR = 10;
        localparam CARRIER_11_ADDR = 11;
        localparam CARRIER_12_ADDR = 12;
        localparam CARRIER_13_ADDR = 13;
        localparam CARRIER_14_ADDR = 14;
        localparam CARRIER_15_ADDR = 15;
        localparam MODULATOR_0_ADDR  = 16;
        localparam MODULATOR_1_ADDR  = 17;
        localparam MODULATOR_2_ADDR  = 18;
        localparam MODULATOR_3_ADDR  = 19;
        localparam MODULATOR_4_ADDR  = 20;
        localparam MODULATOR_5_ADDR  = 21;
        localparam MODULATOR_6_ADDR  = 22;
        localparam MODULATOR_7_ADDR  = 23;
        localparam MODULATOR_8_ADDR  = 24;
        localparam MODULATOR_9_ADDR  = 25;
        localparam MODULATOR_10_ADDR = 26;
        localparam MODULATOR_11_ADDR = 27;
        localparam MODULATOR_12_ADDR = 28;
        localparam MODULATOR_13_ADDR = 29;
        localparam MODULATOR_14_ADDR = 30;
        localparam MODULATOR_15_ADDR = 31;
        localparam VELOCITY_0_ADDR  = 32;
        localparam VELOCITY_1_ADDR  = 33;
        localparam VELOCITY_2_ADDR  = 34;
        localparam VELOCITY_3_ADDR  = 35;
        localparam VELOCITY_4_ADDR  = 36;
        localparam VELOCITY_5_ADDR  = 37;
        localparam VELOCITY_6_ADDR  = 38;
        localparam VELOCITY_7_ADDR  = 39;
        localparam VELOCITY_8_ADDR  = 40;
        localparam VELOCITY_9_ADDR  = 41;
        localparam VELOCITY_10_ADDR = 42;
        localparam VELOCITY_11_ADDR = 43;
        localparam VELOCITY_12_ADDR = 44;
        localparam VELOCITY_13_ADDR = 45;
        localparam VELOCITY_14_ADDR = 46;
        localparam VELOCITY_15_ADDR = 47;
        localparam CONTROL_REG_ADDR = 48;
        localparam RC_ATTACK_ADDR   = 49;
        localparam RC_DECAY_ADDR    = 50;
        localparam RC_RELEASE_ADDR  = 51;
        localparam MOD_TAU_ADDR     = 52;
    endpackage
`timescale 1ns / 1ps
module control_unit #(
    parameter   NUM_BITS        = 32,
    parameter   NUM_CHANNELS    = 16,
    parameter   LATENCY         = 3
    )(
    input   wire                        clk,
    input   wire                        rst,
    input   wire                        en,
    input   wire    [(NUM_BITS*NUM_CHANNELS)-1:0]   carrier_in,
    input   wire    [(NUM_BITS*NUM_CHANNELS)-1:0]   modulator_in,
    input   wire    [NUM_CHANNELS-1:0]  available,
    output  wire    [NUM_CHANNELS-1:0]  note_en,
    output  wire    [NUM_CHANNELS-1:0]  car_reg_en,
    output  wire    [NUM_CHANNELS-1:0]  car_acc_en,
    output  wire    [NUM_CHANNELS-1:0]  mod_reg_en,
    output  wire    [NUM_CHANNELS-1:0]  mod_acc_en,
    output  wire    [NUM_CHANNELS-1:0]  mod_acc_clr,
    output  wire    [NUM_CHANNELS-1:0]  curr_note,
    output  reg     [NUM_BITS-1:0]      carrier_word,
    output  reg     [NUM_BITS-1:0]      mod_word,
    output  wire                        interrupt_out,
    output  wire                        s_clk,
    output  reg                         s_clk_pos,
    output  reg                         s_clk_neg,
    output  wire                        trig_en
    );
    wire    [NUM_BITS-1:0]          carriers    [0:NUM_CHANNELS-1];
    wire    [NUM_BITS-1:0]          modulators  [0:NUM_CHANNELS-1];
    reg     [6*NUM_CHANNELS-1:0]    count_0;
    reg     [6*NUM_CHANNELS-1:0]    count_1;
    reg     [1:0]                   s_cnt;
    genvar                          i;
    integer                         j;
    assign interrupt_out    = |available;
    assign s_clk            = s_cnt[1];
    assign trig_en          = count_0[0];
    generate
        for (i=0; i<NUM_CHANNELS; i=i+1) begin
            assign mod_acc_clr[i]   = modulators[i] == 0 ? 1 : 0;
            assign note_en[i]       = carrier_in[NUM_BITS*(i+1)-1];
            assign carriers[i]      = {1'b0,carrier_in[NUM_BITS*(i+1)-2:NUM_BITS*i]};
            assign modulators[i]    = modulator_in[NUM_BITS*(i+1)-1:NUM_BITS*i];
            assign curr_note[i]     = count_1[(6)*(i+1)-1];
            assign mod_acc_en[i]    = count_0[(6)*i];
            assign mod_reg_en[i]    = count_0[(6)*i+(LATENCY-1)];
            assign car_acc_en[i]    = count_0[(6)*i+LATENCY];
            assign car_reg_en[i]    = count_0[(6)*(i+1)-1];
        end
    endgenerate
    always @(posedge clk) begin
        if (rst) begin
            s_clk_pos   <= 0;
            s_clk_neg   <= 0;
            s_cnt       <= 0;
        end
        else begin
            s_clk_pos   <= 0;
            s_clk_neg   <= 0;
            s_cnt       <= s_cnt+1;
            if (s_cnt == 2'b00) begin
                s_clk_pos   <= 1;
            end
            if (s_cnt == 2'b10) begin
                s_clk_neg   <= 1;
            end
        end
    end
    always @(*) begin
        for (j=0; j<NUM_CHANNELS; j=j+1) begin
            if (curr_note[j]) begin
                carrier_word    = carriers[j];
                mod_word        = modulators[j];
            end
        end
    end
    always@(posedge clk) begin
        if (rst) begin
            count_0         <= 1;
            count_1         <= 63;
        end
        else begin
            if (en) begin
                count_0 <= 1;
                count_1 <= 63;
            end
            else begin
                count_0 <= count_0 << 1;
                count_1 <= count_1 << 1;
            end
        end
    end
endmodule
[/design/flow/run.sh]
#!/bin/bash
# OpenROAD 26Q1-2900-gdf79404cd8, Yosys 0.63+post, stock flow scripts
make -C /OpenROAD-flow-scripts/flow DESIGN_CONFIG=/design/flow/config.mk WORK_HOME=/design/flow/orfs finish
==> deck_impl_summary.md <==
Implementation Results

CTS
  – TritonCTS Buffers: 17
  – CTS tree: yes
  – Htree depth: 4
  – CTS resizes: 0
  – Clock Tree Buf Depth: 2
  – Setup bufs post-CTS: 0
  – Clock transition at the registers of the reported paths: 80 ps
  – Post-CTS Hold Buffers: 0
  – Latency at later pin: 490 ps
  – CTS Root Cell: clkbuf_16

Floorplanning
  – Die area: 229400 um^2
  – Die x size: 479 um
  – Chip height: 479 um
  – Fp util: 0.07566
  – Ports: 1224
  – Core box area: 209600 um^2
  – Row count: 168

Critical path
  – Critical path peak fanout: 2
  – Reg-to-Reg Start: count_1[23]$_SDFF_PP0_
  – Critical path class: input pin to output pin
  – Flop2flop setup slack: 8410 ps
  – Critical Path AT: 5050 ps
  – Crit. End Element: output pin
  – Req. time, crit path: 8000 ps
  – Cells on worst reg2reg path: 4
  – Setup crit start kind: input pin
  – Worst r2r dst: count_1[24]$_SDFF_PP0_

Drt
  – DR vias: 22770
  – Iter 0 DRT Violations: 1776
  – Final antenna-violating net count: 0
  – DR DRC count: 0
  – Final WL: 227800 um
  – Vias/cell: 3.863
  – DRT Pass-1 Iters: 6
  – Routed len/inst: 38.65 um

Timing
  – Endpoints left unconstrained: 126
  – # setup viols final: 0
  – RSZ-0062 raised after global routing: no
  – Clock Skew: 13.44 ps
  – Final Hold Viols: 0
  – Setup_tns: 0 ps
  – Period utilization: 0.7055
  – Worst slew margin: 0.1163
  – Final Max Slew Viols: 0
  – Register pins left without a clock: 63
  – Crit path time final: 7055 ps
  – Slew @ Worst Pin: 1313 ps
  – Max Fclk: 141.8 MHz

Global route
  – Total track usage: 0.1914
  – Pin count of the biggest net entering global routing: 84
  – Grt ovf: 0
  – Initial antenna violation count: 139
  – First-pass GRT wire length: 279400 um
  – Vias in the first global route: 23300

Yosys
  – Count of different cell masters after synthesis: 46
  – Number of flops mapped to enable cells by yosys: 0
  – Mapped Cells: 1990
  – Mapped Area: 15860 um^2
  – XOR Share, Synth: 0
  – Basic Gates by Area: 0.2333
  – Adders+Majority by Area: 0.001578
  – Async SR Flop Fraction: 0
  – Multiplexer share: 0.04214
  – Syn Area/Cell: 7.967 um^2
  – AO/OA Area Share: 0.3134
  – Yosys chip area: 15860 um^2
  – Ys flops: 258
  – Yosys cell count: 1990
  – Synth logic family: AND-OR/OR-AND gates
  – Synthesis Warnings: 1
  – Prevailing post-synth register cell: dfxtp_1

Min path
  – Worst hold stages: 1
  – Hold Path Class: flip-flop to flip-flop
  – Hold Startpoint: s_cnt[0]$_SDFF_PP0_
  – Hold Crit Endpoint: s_cnt[0]$_SDFF_PP0_

Cells and area
  – Layout area overhead: 99.08%
  – Share of layout cells above drive strength 1: 0.07710
  – Comb gate area: 9495 um^2
  – Util after Layout: 0.1506
  – Register area: 4872 um^2
  – Fill cells: 23860

Power
  – Clock group share of total power: 0.331
  – Seq pwr share: 0.356
  – Psw: 0.6548 mW
  – Combinational power share: 0.313
  – Leak: 10.26 nW
  – Maximum vdd ir drop: 0.07808 mV
  – Power per Cell Area: 69.65 nW/um^2
  – Switching Share: 0.2978
  – Int Pwr: 1.544 mW

Run
  – OpenROAD warning count: 26
  – Max-cap violations: 0

Place
  – Gpl congestion: 0.9855
  – Port Buffers: 1190
  – Dpl hpwl: 202000 um

Status
  – Status: complete, no violations
critical path, cell delays in order:
cell and delay (ps):
clkdlybuf4s50_1 470, nor4_1 800, buf_4 300, nand4_1 230, nor2_1 560, clkdlybuf4s50_1 670
cell usage in the layout (no fill, tap or decap), types with 4 or more instances in the layout:
master	synthesis	layout
clkdlybuf4s50_1	0	1190
dfxtp_1	195	185
and2_1	177	177
nor4_1	133	127
buf_4	101	127
o22ai_1	116	116
nor2_1	115	108
a221oi_1	104	102
o21ai_0	92	92
nand2_1	89	88
a221o_1	82	82
a21oi_1	64	64
dlxtn_1	63	63
nand2b_1	65	62
o211ai_1	61	61
a22oi_1	50	50
o221ai_1	40	40
a31oi_1	34	34
mux2i_1	33	33
nand4_1	33	33
mux2_2	30	30
diode_2	0	28
inv_1	28	25
and3_1	23	23
o311ai_1	18	19
clkbuf_16	0	17
nand3b_1	10	10
a41oi_1	10	10
o21ai_1	6	6
nor4_2	0	6
nor2b_1	10	6
inv_2	0	6
dfxtp_2	0	6
or3_1	6	5
nor2b_4	0	4
nor2_2	0	4
inv_8	0	4
dfxtp_4	0	4
power by group through the flow:
stage | clock, mW | combinational [mW] | sequential [mW]
6_report | 0.728 | 0.689 | 0.782
4_1_cts | 0.751 | 0.695 | 0.782
5_1_grt | 0.787 | 0.715 | 0.782
layout make-up:
type | count | share of cell area
Sequential cell | 258 | 0.1544
Inverter | 32 | 0.003805
Clock buffer | 18 | 0.01391
Tap cell | 2805 | 0.1112
Multi-Input combinational cell | 1421 | 0.3008
Clock inverter | 14 | 0.005985
Antenna cell | 28 | 0.002220
Timing Repair Buffer | 1318 | 0.4077
worst max path at each step:
| stage | slack [ps] | endpoint | from |
|---|---|---|---|
| global route | 2710 | mod_acc_clr[7] | modulator_in[229] |
| CTS | 2670 | mod_acc_clr[7] | modulator_in[229] |
| finish | 2950 | mod_acc_clr[7] | modulator_in[229] |
state kept, by name, summed over array words and instances (netlist names):
| register | count |
|---|---|
| carrier_word | 31 |
| count_0 | 95 |
| count_1 | 96 |
| mod_word | 32 |
| s_clk_neg | 1 |
| s_clk_pos | 1 |
| s_cnt | 2 |
stage by stage:
| step | area [um^2] | power, mW | hold WS (ps) | setup WS [ps] | cells |
|---|---|---|---|---|---|
| 2_1_floorplan | 15860 | 0.8704 | 384.4 | 5576 | 1990 |
| 3_3_place_gp | 30820 | 1.493 | 391.2 | 1389 | 5830 |
| 3_5_place_dp | 30870 | 1.491 | 389.4 | 2698 | 5834 |
| 4_1_cts | 31500 | 2.227 | 414.9 | 2669 | 5866 |
| 5_1_grt | 31520 | 2.284 | 433.2 | 2711 | 5876 |
| 6_report | 31570 | 2.199 | 419.3 | 2945 | 5894 |
cells in the mapped netlist (18+ instances only):
cell type  count  area [um^2]
mux2i_1       33        330.3
inv_1         28        105.1
a221o_1       82        820.8
dlxtn_1       63        945.9
and2_1       177         1107
nand2_1       89        334.1
o22ai_1      116        725.7
o221ai_1      40        350.3
clkbuf_1     132        495.5
nor4_1       133        832.1
a221oi_1     104        910.9
nand2b_1      65        406.6
o311ai_1      18        157.7
nand4_1       33        206.5
mux2_2        30        337.8
and3_1        23        143.9
nor2_1       115        431.7
buf_4        101        758.2
a31oi_1       34        212.7
a21oi_1       64        320.3
o211ai_1      61        457.9
a22oi_1       50        375.4
dfxtp_1      195         3904
o21ai_0       92        460.4
buf_2         32        160.2
per-layer routing:
| metal | routed length (um) | GRT usage | vias to the layer above | share of wire |
|---|---|---|---|---|
| li1 | - | - | 9798 | - |
| met5 | 631 | 0 | - | 0.0028 |
| met4 | 5685 | 0.03318 | 98 | 0.025 |
| met1 | 93810 | 0.2435 | 11080 | 0.41 |
| met2 | 101900 | 0.3029 | 1490 | 0.45 |
| met3 | 25780 | 0.08535 | 300 | 0.11 |
cells by family after synthesis:
| group | Yosys count |
|---|---|
| AND-OR/OR-AND | 684 |
| adder cells (fa/ha/maj) | 2 |
| buffers and inverters | 311 |
| flip-flops | 195 |
| latches | 63 |
| multiplexers | 63 |
| other | 1 |
| AND/OR/NAND/NOR | 671 |
Power figures rest on the tool's default switching activity, not on a simulated workload.
